### /design/flow/run.sh
#!/bin/bash
# OpenROAD 26Q1-2900-gdf79404cd8, Yosys 0.63+post, stock flow scripts
make -C /OpenROAD-flow-scripts/flow DESIGN_CONFIG=/design/flow/config.mk WORK_HOME=/design/flow/orfs finish
### /design/flow/config.mk
export PLATFORM = sky130hd
export DESIGN_NAME = tx_2
export DESIGN_NICKNAME = tx_2
export VERILOG_FILES = /design/flow/design.v
export SDC_FILE = /design/flow/constraint.sdc
export NUM_CORES = 4
export LEC_CHECK = 1
export CORE_AREA = 10 10 70 70
export DIE_AREA = 0 0 80 80
### /design/flow/constraint.sdc
current_design tx_2

set clk_period 1.9
set clk_io_pct 0.2

create_clock -name clk0 -period $clk_period [get_ports {clk}]

set non_clock_inputs [all_inputs -no_clocks]
set_input_delay [expr $clk_period * $clk_io_pct] -clock clk0 $non_clock_inputs
set_output_delay [expr $clk_period * $clk_io_pct] -clock clk0 [all_outputs]
### /design/flow/design.v
module tx_2 (
  input wire clk,
  input wire rst,
  input wire [7:0] tx_data,
  input wire boud_in,
  input wire en, 
  output reg tx
);
  localparam IDLE = 2'b00;
  localparam START = 2'b01;
  localparam DATA = 2'b10;
  localparam STOP = 2'b11;
  reg [1:0] state;
  reg [1:0] nextstate;
  reg [4:0] statecounter;
  reg [7:0] shiftreg = 8'd0;
  reg [3:0] datacounter = 4'b0;
  always @(posedge clk or posedge rst) begin
    if (rst) begin
      state <= IDLE;
      statecounter <= 0;
    end
    else begin
      state <= nextstate;
      if (statecounter == 4'b1111) begin
        statecounter <= 0;
      end
      else if (boud_in) begin
        statecounter <= statecounter + 1;
      end
      if (state == DATA) begin
        if (statecounter == 4'b1111) begin
          datacounter <= datacounter + 1;
        end
      end
    end
  end
  always @(*) begin
    case (state)
      IDLE: begin
        tx = 1'b1;
        datacounter = 3'b0;
        if (en) begin
          nextstate = START;
        end
      end
      START: begin
        tx = 1'b0;
        datacounter = 3'b0;
        if (statecounter == 4'b1111) begin
          nextstate = DATA;
           shiftreg=tx_data;
        end
      end   
      DATA: begin
        if(statecounter==4'b1111)begin
        tx <= shiftreg[7];
         shiftreg = {shiftreg[6:0],1'b0};
        end
        else if (datacounter == 4'b1001) begin
          nextstate = STOP;
          datacounter =0;
        end
      end
      STOP: begin
        if (statecounter == 4'b1111)
          nextstate = IDLE;
        tx = 1'b1;
      end
      default: nextstate = IDLE;
    endcase
  end
endmodule
==> run notes <==
Latest figures from synthesis and place and route.

The flow ran to the end, and the final reports show no timing, DRC or antenna violations. The power per standard cell area is 689.9 mW/mm^2. The number of hold violations in the final report is 0. The tree is rooted in a clkbuf_4. The I/O pin total is 13. The final setup TNS is 0 ps. The floorplan utilization is 19.01%. The vias per cell is 3.695. The all-layer global routing usage is 3.510%. The share of layout cells above drive strength 1 is 20.83%. For this run, the top clock speed supported by timing is 644.8 MHz. In this run the number of H-tree levels came out at 1. The clock period minus worst slack is 1551 ps. After legalization and detailed placement, the total HPWL measured 859.5 um.

The number of synthesized register bits is 18. TritonCTS built the clock tree. The synthesized netlist has a Yosys-reported chip area of 649.4 sq um. The post-synthesis instance area is 649.4 sq um. The minimum setup slack after placement is 322.9 ps. The final worst setup slack is 349.2 ps. The total detailed-routing wirelength is 1118 um. The internal power consumption is 0.4076 mW. The part of the power in registers is 46.5%. The path class of the lowest-slack min-delay path is input pin to asynchronous set/reset pin. The cell count after synthesis came out at 57. The stage logs contain a warning count of 28. The kind of end point of the critical path is a flop. The routed design ends up with an antenna cell count of 0. In this run the deepest clock path goes through 2 buffers. The clock network fraction of design power is 22.5%. STA classifies the critical path startpoint as a flop.

After synthesis, the netlist uses 21 different library cells. VDD sags by at most 0.0005410 V. The signal arrival time at the worst endpoint is 1680 ps. Looking at the power breakdown, combinational cells take 30.9% of the total.

The initial antenna violation count was 0. The length of the first detailed-routing pass in iterations is 3. The count of fill cells added during filler insertion is 369.

The synthesis-to-layout area growth is 30.64%. The total chip power is 0.5853 mW. The worst relative slew slack is 54.60%. The synthesis warning total is 13. The number of vias in the routed layout is 436.

The number of setup buffers added after CTS is 0. The number of register pins that no clock reaches is 11. For this design the static power due to leakage is 0.3700 nW. The area of the core region is 0.003416 sq mm. After synthesis, the design contains 57 cells according to Yosys.

Hold repair after CTS inserted 0 buffers. The transition at the pin with the smallest max-transition slack is 673.8 ps. The report lists the number of standard-cell rows as 21. Entering global routing, the biggest net connects 14 pins. The post-cts gate resize count is 0. The final clock skew is 1.527 ps. In this run the maximum-capacitance check reported violations numbering 0. The clock input transition at the sequential cells of the worst setup and hold paths is 50 ps. The via count of the first global-routing pass is 426. The number of unconstrained endpoints is 14.

The switching power summed over all nets is 0.1777 mW. TritonRoute output was used to compute an average wire per cell of 9.475 um. For reference, the final report shows the max-slew violation count at 0.

From bottom edge to top edge, the die measures 80 um. The initial detailed-routing violation count is 20. The wire length of the first global-routing pass is 1869 um. Switching power as a fraction of the total was reported as 30.36%. For this run the aggregate overflow at the end of global routing stands at 0. The post-route clock period utilization is 81.62%. The placer congestion estimate is 0.8060. The total clock buffers created by CTS is 3.

The required time of the worst setup path is 2030 ps. The DRC violation total left in the routed layout is recorded as 0. The final report lists the setup-violating endpoint count as 0. Setup repair after global routing left no endpoint under its margin. The count of nets left with antenna violations after detail routing is 0. The chip occupies 0.006400 sq mm. Per the post-synthesis stats, the area per cell is 11.39 sq um. Measured along the x axis, the die boundary spans 80 um. The path type of the worst setup path is flop to flop. The dominant logic cell type in the layout is clkdlybuf4s50_1.

The clock latency on the worst-skew pair is 250 ps. In this run the tool buffered the top-level ports with 12 buffer cells. The worst-path maximum fanout is 6.

The most common logic cells in the final layout are clkdlybuf4s50_1 (12), dlxtn_1 (11), mux2_2 (7), dfrtp_1 (7).
-- sequential cells by signal (all words and copies together) (netlist names) --
register,count
nextstate,2
shiftreg,8
statecounter,5
tx,1
state,2
-- through the flow --
| stage | hold slack (ps) | instance area (sq um) | cells | util [%] |
|---|---|---|---|---|
| after global routing | 373.5 | 848.3 | 118 | 24.84 |
| after floorplan | 183.4 | 649.4 | 57 | - |
| after global placement | 479.1 | 822.0 | 114 | 24.07 |
| final | 349.6 | 848.3 | 118 | 24.84 |
| after detailed placement | 503.4 | 822.0 | 114 | 24.07 |
| after CTS | 354.1 | 848.3 | 118 | 24.84 |
-- kinds of logic (layout without fill, tap and decap cells) --
| group | Yosys count | count (layout) | share of synthesized area (%) |
|---|---|---|---|
| fa+ha+maj | 5 | 5 | 9.634 |
| xor+xnor | 2 | 2 | 2.698 |
| latches | 11 | 11 | 25.43 |
| flops | 7 | 7 | 26.98 |
| buf+inv | 6 | 21 | 3.660 |
| simple gates | 11 | 11 | 10.60 |
| compound gates | 7 | 7 | 6.552 |
| mux | 8 | 8 | 14.45 |
-- worst paths after layout --
| path | cells past startpoint | slack [ps] | endpoint | startpoint |
|---|---|---|---|---|
| min in group clk0 | 2 | 510 | statecounter[4] | statecounter[4] |
| worst min register to register | 2 | 510 | statecounter[4] | statecounter[4] |
| worst max-delay path | 4 | 350 | statecounter[1] | statecounter[0] |
| max in group asynchronous | 2 | 1350 | statecounter[1] | rst |
| worst min-delay path | 2 | 350 | statecounter[0] | rst |
| worst max register to register | 4 | 350 | statecounter[1] | statecounter[0] |
-- worst max-delay path: stages, from the launching register on --
cell,delay (ps)
dfrtp_1,410
ha_1,270
and4b_4,230
or2_4,240
mux2_4,290
-- area by class of cell --
| type | instances | area [sq um] | area share (%) |
|---|---|---|---|
| Clock buffer | 4 | 26.28 | 3.097 |
| Multi-Input combinational cell | 33 | 285.3 | 33.63 |
| Timing Repair Buffer | 12 | 120.1 | 14.16 |
| Sequential cell | 18 | 340.3 | 40.12 |
| Tap cell | 46 | 57.56 | 6.785 |
| Inverter | 5 | 18.77 | 2.212 |
-- layer usage --
metal  vias up  global-route usage, %  wire [um]
li1        220                      -          -
met1       197                  5.205        625
met2        16                  4.575        371
met3         3                  1.591        112
met4         0                 0.5282          8
met5         -                      0          0
-- power by group through the flow --
stage | clock network (mW) | logic [mW] | registers [mW]
4_1_cts | 0.138 | 0.180 | 0.269
6_report | 0.132 | 0.181 | 0.272
5_1_grt | 0.147 | 0.204 | 0.282
-- cells in the mapped netlist --
library cell / instances / area share (%)
a41oi_1: 1 / 1.3
buf_2: 1 / 0.77
mux2_4: 1 / 2.3
nor2_1: 5 / 2.9
a31oi_1: 1 / 0.96
or2_4: 1 / 1.3
xor2_1: 1 / 1.3
or2_2: 1 / 0.96
nor2b_1: 1 / 0.96
inv_1: 5 / 2.9
ha_1: 5 / 9.6
mux2_2: 7 / 12
dfrtp_1: 7 / 27
a21oi_1: 2 / 1.5
xnor2_1: 1 / 1.3
a21o_1: 1 / 1.2
o21ai_0: 2 / 1.5
and2b_2: 1 / 1.3
and4b_4: 1 / 2.1
nand4_1: 1 / 0.96
dlxtn_1: 11 / 25
Power is estimated from default activity; no workload was simulated.
