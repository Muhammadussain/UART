==> flow/design.v <==
module boud_rate (
    input wire clk,
    input wire rst,
    input wire [7:0]num,
    output reg boud_tick
);
reg [7:0] counter;
always @(posedge clk) begin
    if(rst) begin
        counter <= 0;
        boud_tick <=0;
    end
    else begin
        if (counter == num) begin
        counter <= 0;
        boud_tick = 1'b1;
    end
    else begin
        counter <= counter + 1;
        boud_tick = 1'b0;
    end
    end
end
endmodule
==> flow/run.sh <==
#!/bin/bash
# OpenROAD 26Q1-2900-gdf79404cd8, Yosys 0.63+post, stock flow scripts
make -C /OpenROAD-flow-scripts/flow DESIGN_CONFIG=/design/flow/config.mk WORK_HOME=/design/flow/orfs finish
==> flow/config.mk <==
export PLATFORM = sky130hd
export DESIGN_NAME = boud_rate
export DESIGN_NICKNAME = boud_rate
export VERILOG_FILES = /design/flow/design.v
export SDC_FILE = /design/flow/constraint.sdc
export NUM_CORES = 4
export LEC_CHECK = 1
export CORE_AREA = 10 10 70 70
export DIE_AREA = 0 0 80 80
==> flow/constraint.sdc <==
current_design boud_rate

set clk_period 2.0
set clk_io_pct 0.2

create_clock -name clk0 -period $clk_period [get_ports {clk}]

set non_clock_inputs [all_inputs -no_clocks]
set_input_delay [expr $clk_period * $clk_io_pct] -clock clk0 $non_clock_inputs
set_output_delay [expr $clk_period * $clk_io_pct] -clock clk0 [all_outputs]
==> Changelog: implementation <==
### Implementation results

* Run status: completed
* Number of instances resized during post-cts repair at 0
* Met1 Wirelength at 426 um
* Via density per instance at 3.62
* Hold bufs inserted after CTS at 0
* Max layer used: met3
* Syn Inst Count at 47
* Routed len/inst at 9.68 um
* Clock Pin Slew Worst Setup and Hold Paths at 0.06 ns
* Total power of the final layout at 381 uW
* Maximum VDD drop at 0.000138 V
* Worst path top cell family by delay: buffers and inverters
* Achievable clock frequency at 699 MHz
* Kind of critical path: reg2out
* Number of buffer and inverter stages on the critical path at 1
* DRC violation total after the first TritonRoute iteration at 28
* Synth area leader: sky130_fd_sc_hd__dfxtp_1
* Worst-case register-to-register setup slack at 0.60 ns
* Seq/Total Area, Yosys at 37.9%
* Fraction of final layout cells with drive strength greater than 1 at 13.1%
* Area grow syn2layout at 38.7%
* Pin count of the biggest net entering global routing at 10
* Leakage Power at 0.000228 uW
* Post-synthesis cell area at 475 sq um
* Primary FF master, synth: sky130_fd_sc_hd__dfxtp_1
* Die width at 80 um
* Cell Chain, Critical Path: clkdlybuf4s50_1
* Insertion delay to the later sink of the worst-skew pair at 0.26 ns
* Number of levels in the clock H-tree at 1
* Detail Route Antenna Nets at 0
* Fin Setup TNS at 0 ns
* Post-Route WL at 1.04 mm
* Die H at 80 um
* Longest Clk Path Bufs at 2
* Post-Synthesis Mean Instance Area at 10.1 sq um
* Clock tree from TritonCTS: yes
* Total of endpoints with negative setup slack in the final report at 0
* Total cells reported by yosys after synthesis at 47
* RSZ-0062 raised after global routing: no
* Ratio of final minimum period to clock period at 71.6%
* Count of TritonRoute iterations in the first routing pass at 4
* Slowest cell delay on critical path at 0.46 ns
* Main area contributors: sky130_fd_sc_hd__dfxtp_1 (38%), sky130_fd_sc_hd__xor2_1 (17%), sky130_fd_sc_hd__a211oi_1 (7.9%), sky130_fd_sc_hd__a221oi_1 (5.5%), sky130_fd_sc_hd__nor4_2 (5.3%)
* Maximum net fanout on the critical path at 1
* Placer congestion estimate at 0.735
* CP startpoint: boud_tick$_SDFF_PP0_
* Sink Count at 9
* Initial core utilization at 13.9%
* Via count of the routed design at 387
* Logic depth of the worst path, buffers included at 1
* Total CTS buffers at 3
* Data required time at the worst endpoint at 1.60 ns
* CP Data Arrival Time at 1.03 ns
* Most instantiated cells after synthesis: sky130_fd_sc_hd__dfxtp_1 (9), sky130_fd_sc_hd__xor2_1 (9), sky130_fd_sc_hd__a211oi_1 (5)
* Max Cap Violations at 0
* Worst reg2reg path depth at 4
* Endpoint of the worst register-to-register path: counter[6]$_SDFF_PP0_
* Relative slew slack at 77.8%
* Startpoint of the worst register-to-register path: counter[0]$_SDFF_PP0_
* Amount of wire on met2 after detailed routing at 491 um
* Final Max Tran Viols at 0
* Number of port buffers at 10
* All-Layer GR Usage at 3.42%
* Cell with the largest stage delay on the worst path: sky130_fd_sc_hd__clkdlybuf4s50_1
* Final critical path time including I/O delays and setup at 1.43 ns
* Global-route wire length before repair at 1.75 mm
* Area of the die at 6400 sq um
* Area leader share at 37.9%
* Row Count at 21
* Number of buffers inserted by post-CTS setup repair at 0
* # DRC at 0
* Power per Cell Area at 578 nW/um^2
* Number of enable-type register cells in the synthesized netlist at 0
* Largest clock skew in the final design at 0.00314 ns
* Antenna violations before repair at 0
* Asr flop ratio synth at 0%
* Number of hold violations in the final report at 0
* Worst Setup End Kind: primary output
* Remaining global-route overflow at 0
* Category of the worst setup path launch point: flip-flop
* Distinct cells, synth at 17
* Clock root buffer: sky130_fd_sc_hd__clkbuf_4
* Total I/O pin count at 11
* Synth flops at 9
* Worst setup endpoint: boud_tick
* Total number of warnings across the stage logs at 25
* Met3 wire length at 117 um
* Via count of the first global-routing pass at 408
* Core area at 3420 sq um
* Type of the worst min-delay path: reg2reg
* Number of antenna diodes at 0
* Total cell area reported by yosys after synthesis at 475 sq um
* Warnings from Yosys at 1
* Fin util at 19.3%
* Transition time of the tightest slew-check pin at 0.331 ns
-- through the flow --
stage	setup WS (ns)	hold slack, ns	instance area [sq um]	std cells
finish	0.569	0.512	659	107
global route	0.400	0.542	659	107
CTS	0.536	0.524	659	107
detailed placement	0.320	0.515	633	103
global placement	0.319	0.504	633	103
floorplan	0.596	0.472	475	47
-- cell families (layout without fill, tap and decap cells) --
family	count (synthesis)	after routing	synth area share (%)
AND/OR/NAND/NOR	12	12	17.1
AND-OR/OR-AND	11	11	16.6
XOR/XNOR	11	11	21.8
flip-flops	9	9	37.9
buffers and inverters	3	17	3.95
adder cells (fa/ha/maj)	1	1	2.63
-- placed cells by master (no fill, tap or decap) --
master / netlist / final
sky130_fd_sc_hd__nand2_1: 2 / 2
sky130_fd_sc_hd__and3b_1: 1 / 1
sky130_fd_sc_hd__inv_1: 1 / 1
sky130_fd_sc_hd__buf_4: 0 / 2
sky130_fd_sc_hd__nor4_2: 2 / 2
sky130_fd_sc_hd__xor2_2: 1 / 1
sky130_fd_sc_hd__ha_1: 1 / 1
sky130_fd_sc_hd__clkbuf_4: 0 / 3
sky130_fd_sc_hd__a221oi_1: 3 / 3
sky130_fd_sc_hd__clkbuf_1: 0 / 1
sky130_fd_sc_hd__xor2_1: 9 / 9
sky130_fd_sc_hd__a211oi_1: 5 / 5
sky130_fd_sc_hd__xnor2_1: 1 / 1
sky130_fd_sc_hd__nand4_1: 1 / 1
sky130_fd_sc_hd__or3_1: 3 / 3
sky130_fd_sc_hd__o21ai_0: 3 / 3
sky130_fd_sc_hd__clkdlybuf4s50_1: 0 / 10
sky130_fd_sc_hd__dfxtp_1: 9 / 9
sky130_fd_sc_hd__nand3_1: 3 / 3
-- worst min path at each step --
stage                    startpoint               endpoint  depth (start not counted)
CTS           counter[0]$_SDFF_PP0_  counter[0]$_SDFF_PP0_                          1
global route  counter[0]$_SDFF_PP0_  counter[0]$_SDFF_PP0_                          1
finish        counter[0]$_SDFF_PP0_  counter[0]$_SDFF_PP0_                          1
-- flip-flops by register name (all words and copies together), names as in the netlist --
signal	count
counter	8
boud_tick	1
-- where the power goes --
group          switching (uW)  internal (uW)  leakage, uW
Clock                    60.8           76.7    0.0000150
Combinational            21.6           30.5     0.000140
Sequential               6.47            185    0.0000731
-- routing by layer --
metal | vias to the layer above | global-route usage, %
met3 | 0 | 2.50
li1 | 200 | -
met1 | 176 | 3.98
met4 | 0 | 0.176
met2 | 11 | 5.22
met5 | - | 0
-- area by class of cell --
| class | instances | area [sq um] |
|---|---|---|
| Timing Repair Buffer | 12 | 115 |
| Fill cell | 375 | 2760 |
| Sequential cell | 9 | 180 |
| Tap cell | 46 | 57.6 |
| Inverter | 1 | 3.75 |
| Clock buffer | 4 | 26.3 |
| Multi-Input combinational cell | 35 | 277 |
Power figures rest on the tool's default switching activity, not on a simulated workload.
